==> run.sh <==
#!/bin/bash
# OpenROAD 26Q1-2900-gdf79404cd8, Yosys 0.63+post, stock flow scripts
make -C /OpenROAD-flow-scripts/flow DESIGN_CONFIG=/design/flow/config.mk WORK_HOME=/design/flow/orfs finish
==> config.mk <==
export PLATFORM = sky130hd
export DESIGN_NAME = uartReceiver
export DESIGN_NICKNAME = uartReceiver
export VERILOG_FILES = /design/flow/design.v
export SDC_FILE = /design/flow/constraint.sdc
export NUM_CORES = 4
export LEC_CHECK = 1
export CORE_UTILIZATION = 40
==> constraint.sdc <==
current_design uartReceiver

set clk_period 10.8
set clk_io_pct 0.2

create_clock -name clk0 -period $clk_period [get_ports {clk}]

set non_clock_inputs [all_inputs -no_clocks]
set_input_delay [expr $clk_period * $clk_io_pct] -clock clk0 $non_clock_inputs
set_output_delay [expr $clk_period * $clk_io_pct] -clock clk0 [all_outputs]
==> design.v <==
module uartReceiver(
    input  wire         clk,          
    input  wire         rst,          
    input  wire         rx,           
    output wire [7:0]   rdata,        
    output reg          rvalid        
);
    reg [8:0] divider_1;
    reg [4:0] state, next_state;
    reg [7:0] locker_rdata;   
    reg rx_delay;              
    reg [4:0] read_counter;
    reg [15:0] first_counter;
    reg [399:0] filter_buffer;    
    reg [10:0] ones_counter;      
    wire discard_is_one;
    wire add_is_one;
    reg [3:0] cnt = 0;
    integer i;
    always @(*) begin
        ones_counter = 0;
        for(i = 0; i < 400; i = i + 1) begin
            ones_counter = ones_counter + filter_buffer[i];
        end
    end
    wire b_clk = (divider_1 == 9'd485);     
    wire s_clk = (read_counter == 5'd16);   
    wire read_start = rx_filtered && (first_counter == 0);
    assign rdata = locker_rdata;
    always @(posedge clk) begin
        if (rst) begin
            filter_buffer <= {400{1'b1}};   
        end else begin
            filter_buffer <= {filter_buffer[398:0], rx};   
        end
    end
    wire rx_filtered = (ones_counter > 350) ? 1'b1 : 1'b0;
    always @(posedge clk) begin
        if (rst || (divider_1 == 9'd485) || read_start) begin
            divider_1 <= 0;
        end else begin
            divider_1 <= divider_1 + 1;
        end
    end
    always @(posedge clk) begin
        if (rst || (first_counter == 16'd3888)) begin
            first_counter <= 0;
        end else if (read_start) begin
            first_counter <= 1;
        end else if (first_counter != 0) begin
            first_counter <= first_counter + 1;
        end
    end
    always @(posedge clk) begin
        if (rst) begin
            rx_delay <= 0;
        end else begin
            rx_delay <= rx;
        end
    end
    always @(posedge clk) begin
        if (rst || s_clk || (first_counter == 16'd3888)) begin
            read_counter <= 0;
        end else if (b_clk) begin
            read_counter <= read_counter + 1;
        end
    end
    always @(posedge clk) begin
        if (rst || (rvalid && s_clk)) begin
            cnt <= 0;
        end else if ((state == 5'b00001) && (cnt != 4'd7)) begin
            cnt <= cnt + 1;
        end else if ((cnt == 4'd7) && s_clk) begin
            cnt <= 0;
        end else if (s_clk) begin
            cnt <= 0;
        end
    end
    always @(posedge clk) begin
        if (rst) begin
            state <= 5'b00000;
        end else begin
            state <= next_state;
        end
    end
    always @(*) begin
        case(state)
            5'b00000: next_state = read_start ? 5'b00001 : 5'b00000;   
            5'b00001: next_state = (cnt == 4'd7) ? 5'b00000 : 5'b00001;   
            default: next_state = 5'b00000;
        endcase
    end
    always @(posedge clk) begin
        if (rst || (cnt == 4'd7) || (state == 5'b00000)) begin
            locker_rdata <= 0;
        end else if (state == 5'b00001) begin
            locker_rdata <= {rx_delay, locker_rdata[7:1]};   
        end
    end
    always @(posedge clk) begin
        if (rst) begin
            rvalid <= 0;
        end else if (cnt == 4'd7 && s_clk) begin
            rvalid <= 1;
        end else if (rvalid && s_clk) begin
            rvalid <= 0;
        end
    end
endmodule  
==> ci_impl_report.md <==
### Flow metrics

| Metric | Value |
|---|---|
| Final period utilization | `0.831` |
| Comb area | `12200 µm²` |
| Unique cell types | `57` |
| Fillers | `5237` |
| Die area | `59800 µm²` |
| Syn Inst Count | `2115` |
| DR pass1 iterations | `6` |
| Worst r2r src | `filter_buffer[209]$_SDFF_PP1_` |
| Leak | `12.1 nW` |
| # Cells Yosys | `2115` |
| Final Core Density | `0.450` |
| Crit-path max cell delay | `0.61 ns` |
| Post-route setup TNS | `0 ns` |
| CP arrival | `9.45 ns` |
| Dpl hpwl | `34200 µm` |
| Power share of the sequential group | `0.474` |
| # rows | `88` |
| Met2 usage in global routing | `0.245` |
| OpenROAD warnings | `32` |
| DRC viols | `0` |
| Crit path time final | `8.98 ns` |
| Sw Share | `0.223` |
| Max-cap violation count | `0` |
| Post-synthesis async set-or-reset flop share | `0` |
| Highest Clock Rate | `0.111 GHz` |
| Overflow after GRT | `0` |
| Final Skew | `0.0135 ns` |
| Flip-flops with a built-in enable | `0` |
| Top Usage Layer GRT | `met2` |
| Met1 Track Usage GR | `0.241` |
| Die width | `244 µm` |
| Vias in the first global route | `13717` |
| Ant. Diodes | `0` |
| Routed len/inst | `14.7 µm` |
| Final setup viols | `0` |
| Internal power | `2.75 mW` |
| GRT met3 Usage | `0.0708` |
| Mapped Area | `23500 µm²` |
| Yosys top cell area share | `0.380` |
| Yosys top cell by area | `dfxtp_1` |
| Register share after synthesis | `0.380` |
| Largest net degree at the start of global routing | `144` |
| Setup CP Type | `flip-flop to flip-flop` |
| Critical path launch point type | `flip-flop` |
| Clock share of power | `0.477` |
| Mean Syn Cell Area | `11.1 µm²` |
| Critical path data required time | `11.27 ns` |
| Core footprint | `57900 µm²` |
| Worst-path clk slew | `0.06 ns` |
| Area growth syn-to-layout | `10.8%` |
| Root Driver | `clkbuf_16` |
| Most frequent CP cell | `fa_1` |
| RSZ-0062 raised after global routing | `no` |
| Worst-margin pin slew | `0.891 ns` |
| PortBufs | `11` |
| Slew HR | `0.398` |
| Clock buffers created by TritonCTS | `47` |
| Total global-route track usage | `0.165` |
| Chip area in the Yosys report | `23500 µm²` |
| DR vias | `12419` |
| CTS tree | `done` |
| Main area contributors | `dfxtp_1 38%, fa_1 33%, or2_2 11%` |
| Crit. End Element | `flip-flop` |
| Top FF cell, synth | `dfxtp_1` |
| Logic pwr share | `0.049` |
| Fp_density | `0.406` |
| Cell Pwr Density | `136 nW/µm²` |
| DRT iter0 DRCs | `405` |
| Synthesized registers | `446` |
| Gpl congestion | `0.926` |
| Status | `finished clean` |
| IO Pins | `12` |
| CTS sink count | `446` |
| Post-CTS Setup Bufs | `0` |
| Clock latency (worst-skew pair) | `0.58 ns` |
| H-Tree Depth | `2` |
| Layout cells sized above 1 | `0.230` |
| Slowest CP cell | `fa_1` |
| Net Sw Power | `0.790 mW` |
| Largest delay share family, worst path | `adder cells` |
| Initial antenna violation count | `1` |
| Peak VDD IR | `0.000122 V` |
| Post-cts gate resize count | `0` |
| Post-cts hold buffer count | `0` |
| Final Hold Viols | `0` |
| Post-route antenna net violation count | `0` |
| Worst hold path type | `flip-flop to flip-flop` |
| Yosys warnings | `1` |
| Beginning of the critical path | `filter_buffer[209]$_SDFF_PP1_` |
| Worst path bufs/invs | `6` |
| Hold Startpoint | `filter_buffer[223]$_SDFF_PP1_` |
| CTS Buffer Depth | `3` |
| First-pass GRT wire length | `71900 µm` |
| Routed vias/inst | `4.25` |
| CP Max Fanout | `3` |
| Chip height | `244 µm` |
| Flop area | `8930 µm²` |
| Pins Over Slew Limit | `0` |
| Final wirelength | `43100 µm` |
cells in the final DEF, fill, tap and decap left out, types with 3 or more instances in the layout:
cell type / instances
mux2i_1: 11
nor4_1: 3
xnor2_1: 10
clkdlybuf4s50_1: 10
fa_1: 384
inv_1: 576
clkbuf_8: 10
or2_2: 401
nor3_1: 14
clkbuf_16: 48
nor2_1: 43
nand2b_1: 3
a21oi_1: 8
inv_6: 5
xor2_1: 18
clkbuf_1: 7
buf_4: 3
clkinv_2: 6
nand4_1: 9
o21ai_0: 4
nand3_1: 11
ha_1: 59
bufinv_16: 6
o21ai_1: 3
nand2_1: 13
dfxtp_1: 446
metal layers:
layer,part of all wire,wire [µm]
met4,0.023,1010
met5,0,0
met2,0.45,19400
met3,0.091,3910
met1,0.44,18800
power by group through the flow:
stage / combinational [mW] / clock [mW] / sequential, mW
finish: 0.173 / 1.69 / 1.68
global route: 0.195 / 1.81 / 1.68
CTS: 0.174 / 1.73 / 1.68
registers in the layout, indices dropped and copies added (netlist names):
name / cells
filter_buffer: 400
cnt: 4
state: 2
read_counter: 5
rx_delay: 1
locker_rdata: 8
divider_1: 9
first_counter: 16
rvalid: 1
cell families after synthesis:
logic type	after synthesis	synth area share
and+or+nand+nor	515	0.132
xor gates and xnor gates	28	0.0104
AOI/OAI and AO/OA	41	0.0137
muxes	13	0.00564
adders and majority gates	443	0.358
buffers and inverters	629	0.101
DFF	446	0.380
final timing paths:
path / to / slack, ns / depth (start not counted)
worst max register to register: first_counter[0]$_SDFFE_PP0P_ / 1.82 / 26
worst max-delay path: first_counter[0]$_SDFFE_PP0P_ / 1.82 / 26
worst min-delay path: filter_buffer[224]$_SDFF_PP1_ / 0.43 / 1
worst min register to register: filter_buffer[224]$_SDFF_PP1_ / 0.43 / 1
synth_stat cells, types with 2 or more instances:
cell type and instances:
nor2_1 43, xor2_1 18, buf_1 2, ha_1 59, nand3_1 11, nand2_1 13, o21ai_1 3, or3_1 2
a211oi_1 2, or3b_2 2, dfxtp_1 446, a211oi_2 2, nand2b_1 3, nor4_1 3, mux2_2 2, or2_2 401
nand4_1 9, a211o_1 2, o211a_1 2, xnor2_1 10, nand3b_1 2, inv_1 576, a21oi_1 8, a21oi_2 2
clkbuf_1 48, nor4_2 2, fa_1 384, o21ai_0 4, and2_1 2, mux2i_1 11, buf_2 2, nor3_1 14
worst register-to-register path: stages, from the launching register on:
cell,delay [ns]
dfxtp_1,0.33
inv_1,0.07
fa_1,0.56
fa_1,0.45
fa_1,0.50
inv_1,0.06
fa_1,0.51
inv_1,0.06
fa_1,0.61
fa_1,0.52
fa_1,0.50
inv_1,0.06
fa_1,0.47
inv_1,0.05
fa_1,0.46
fa_1,0.55
fa_1,0.44
fa_1,0.50
inv_1,0.04
ha_1,0.20
fa_1,0.43
a211oi_2,0.37
xor2_1,0.19
nor3_1,0.08
o311ai_2,0.44
nand2_1,0.13
o31a_1,0.29
metrics by stage:
stage               area, µm²  hold WS [ns]  std cells  setup WS (ns)  total power, mW
global route            26000         0.450       2925           1.43             3.68
finish                  26000         0.431       2925           1.82             3.54
CTS                     26000         0.434       2925           1.78             3.59
global placement        24400         0.419       2841           1.82             1.88
floorplan               23500         0.414       2115           2.24             1.85
detailed placement      24400         0.423       2841           1.81             1.89
cell type report:
class / count / share of cell area
inverter: 576 / 0.0830
clock inverter: 20 / 0.0110
clock buffer: 64 / 0.0519
timing repair buffer: 14 / 0.00524
multi-input combinational: 1040 / 0.469
tap: 765 / 0.0367
sequential: 446 / 0.343
Power figures rest on the tool's default switching activity, not on a simulated workload.
