**design.v**
```verilog
module carry_select_adder32(
    input [31:0] a,
    input [31:0] b,
    input cin,
    output [31:0] sum,
    output cout
);
    wire [15:0] sum0, sum1;
    wire cout0, cout1;
    carry_select_adder16 U1 (
        .a(a[15:0]), 
        .b(b[15:0]), 
        .cin(cin), 
        .sum(sum[15:0]), 
        .cout(cout0)
    );
    carry_select_adder16 U2 (
        .a(a[31:16]), 
        .b(b[31:16]), 
        .cin(1'b0), 
        .sum(sum0), 
        .cout(cout1)
    );
    carry_select_adder16 U3 (
        .a(a[31:16]), 
        .b(b[31:16]), 
        .cin(1'b1), 
        .sum(sum1), 
        .cout(cout)
    );
    assign sum[31:16] = (cout0 == 1'b0) ? sum0 : sum1;
endmodule
module carry_select_adder16(
    input [15:0] a,
    input [15:0] b,
    input cin,
    output [15:0] sum,
    output cout
);
    wire [7:0] sum0, sum1;
    wire cout0, cout1;
    ripple_carry_adder8 U1 (
        .a(a[7:0]), 
        .b(b[7:0]), 
        .cin(cin), 
        .sum(sum[7:0]), 
        .cout(cout0)
    );
    ripple_carry_adder8 U2 (
        .a(a[15:8]), 
        .b(b[15:8]), 
        .cin(1'b0), 
        .sum(sum0), 
        .cout(cout1)
    );
    ripple_carry_adder8 U3 (
        .a(a[15:8]), 
        .b(b[15:8]), 
        .cin(1'b1), 
        .sum(sum1), 
        .cout(cout)
    );
    assign sum[15:8] = (cout0 == 1'b0) ? sum0 : sum1;
endmodule
module ripple_carry_adder8 (
    input [7:0] a,
    input [7:0] b,
    input cin,
    output [7:0] sum,
    output cout
);
    wire [7:0] p, g, c;
    assign p = a ^ b;
    assign g = a & b;
    assign c[0] = cin;
    assign c[1] = g[0] | (p[0] & c[0]);
    assign c[2] = g[1] | (p[1] & c[1]);
    assign c[3] = g[2] | (p[2] & c[2]);
    assign c[4] = g[3] | (p[3] & c[3]);
    assign c[5] = g[4] | (p[4] & c[4]);
    assign c[6] = g[5] | (p[5] & c[5]);
    assign c[7] = g[6] | (p[6] & c[6]);
    assign sum = p ^ c;
    assign cout = g[7] | (p[7] & c[7]);
endmodule
```
**run.sh**
```bash
#!/bin/bash
# OpenROAD 26Q1-2900-gdf79404cd8, Yosys 0.63+post, stock flow scripts
make -C /OpenROAD-flow-scripts/flow DESIGN_CONFIG=/design/flow/config.mk WORK_HOME=/design/flow/orfs finish
```
**config.mk**
```make
export PLATFORM = sky130hd
export DESIGN_NAME = carry_select_adder32
export DESIGN_NICKNAME = carry_select_adder32
export VERILOG_FILES = /design/flow/design.v
export SDC_FILE = /design/flow/constraint.sdc
export NUM_CORES = 4
export LEC_CHECK = 1
export CORE_AREA = 10 10 108 108
export DIE_AREA = 0 0 118 118
```
**constraint.sdc**
```tcl
current_design carry_select_adder32

set clk_period 7.6
set clk_io_pct 0.2

create_clock -name clk0 -period $clk_period

set non_clock_inputs [all_inputs -no_clocks]
set_input_delay [expr $clk_period * $clk_io_pct] -clock clk0 $non_clock_inputs
set_output_delay [expr $clk_period * $clk_io_pct] -clock clk0 [all_outputs]
```
==> flow_summary.toml <==
# flow metrics
[synthesis]
synthXorXnorAreaFrac = 0.0948
ys_sh_adder = 0.528
mux_area_frac = 0.0851
synth_top_cell_by_area = "fa_1"
syn_avg_cell_area_um2 = 9.37
netlist.area_leader.share = 0.325
syn_inst = 138
topCellsByArea = "fa_1 32%, ha_1 20%, mux2_2 7.0%, xnor2_1 6.8%, inv_1 6.1%"
ys_sh_simple = 0.0986
yosys_warnings = 0
yosys_area_um2 = 1290
yosys-dominant-comb-family = "adder cells"
ys_seq_frac = 0
syn_area_um2 = 1290
ys_types = 27
aoi_share = 0.132
synth-cells-yosys = 138

[grt]
grt-ovfl-total = 0
met1_usage = 0.0791
grt.met3_usage = 0.00486
grt_pass1_wl_mm = 7.21
gr-usage-met2 = 0.113
track_usage = 0.0609
grt_max_degree = 9
antenna_found_initial = 0
first_global_vias = 1425
top_usage_layer = "met2"

[place]
port_buffers = 98
hpwl_mm = 4.06
gp_congestion = 0.776
dpl-instance-area_um2 = 2460

[timing]
slew_headroom = 0.669
final-hold-violation-count = 0
period_needed_ns = 7.46
final.setup.tns_ns = 0
whs_ns = 3.85
timing.final.crit_share = 0.982
fmax_ghz = 0.134
worst_slew_pin_slew_ns = 0.496
maxSlewViolCount = 0
setup_viol = 0

[setup_path]
critical_path_required_ns = 6.08
critPathSlowestCell = "clkdlybuf4s50_1"
worstPathMaxFanout = 3
path_class = "input port to output pin"
crit_chain = "clkdlybuf4s50_1, fa_2, fa_2, fa_2, fa_2, fa_2, fa_2, fa_2, nand2b_1, buf_4, buf_6, buf_6, buf_4, buf_4, buf_4, buf_4, buf_4, buf_4, buf_4, buf_4, buf_6, nand3b_1, nor2b_2, buf_2"
path_buffers = 14
worstPathArrival_ns = 5.94
path_common_cell = "buf_4"
setup.worst_path.end_class = "output pin"
start_kind = "input port"
cp_slowest_stage_delay_ns = 0.44
crit_family = "adder cells"

[power]
p_total_w = 0.000220
irDropWorstVdd_mv = 0.0344
leakage_nw = 1.08
power.density_nw_per_um2 = 84.6

[route]
num_vias = 1342
antenna_cells = 0
drt-initial-drc-count = 19
viasPerCell = 3.50
routed_wl_mm = 4.41
drc_errors = 0
antenna_left = 0
wl_per_cell_um = 11.5
first_pass_iters = 2

[floorplan]
fp_util = 0.139
die_height_um = 118
die_area_um2 = 13900
die_width_um = 118
coreArea_um2 = 9280
rows = 35
pin_count = 98

[layout]
nClkBuffers = 0
flops = 0
logic_area_um2 = 1250
final-seq-area_um2 = 0
postLayoutCellArea_um2 = 2600
syn2layout_area_growth_pct = 101
drive_above_1_share = 0.181
fill_cells = 1021

[min_path]
hold_path.class = "input port to output pin"

[clock_network]
cts-hold-fix-buffers = 0

[flow_run]
warning_count = 36
maxCapViolCount = 0

[outcome]
outcome = "complete, no violations"
worst min-delay path, cell delays in order:
cell,delay [ns]
clkdlybuf4s50_1,0.46
ha_1,0.17
xnor2_1,0.07
buf_2,0.11
layout make-up:
type,instances,area share
repair buffers,116,0.428
inverters,21,0.0303
multi-input cells,117,0.480
well taps,129,0.0621
per-stage QoR:
| step | util | setup slack [ns] | std cells |
|---|---|---|---|
| after global routing | 0.280 | -0.0310 | 383 |
| after floorplan | - | 0.467 | 138 |
| after CTS | 0.278 | 0.00404 | 382 |
| after global placement | 0.265 | -0.599 | 368 |
| after detailed placement | 0.265 | -0.641 | 368 |
| final | 0.280 | 0.137 | 383 |
layout by cell type (no fill, tap or decap):
master | netlist | layout
a2111oi_0 | 1 | 1
a21boi_0 | 1 | 1
a21oi_1 | 8 | 8
buf_2 | 0 | 2
buf_4 | 0 | 15
buf_6 | 0 | 3
clkdlybuf4s15_1 | 0 | 1
clkdlybuf4s50_1 | 0 | 90
dlygate4sd2_1 | 0 | 5
fa_1 | 21 | 13
fa_2 | 0 | 8
ha_1 | 21 | 21
inv_1 | 21 | 18
inv_2 | 0 | 3
mux2_2 | 8 | 8
mux2i_1 | 2 | 2
nand2_1 | 5 | 5
nand2b_1 | 4 | 4
nand3b_1 | 1 | 1
nor2_1 | 9 | 8
nor2_2 | 0 | 1
nor2b_2 | 0 | 1
nor3_1 | 6 | 6
o211ai_1 | 1 | 1
o21a_1 | 1 | 1
o21ai_0 | 3 | 3
o21ai_1 | 1 | 1
o21ai_2 | 1 | 1
o21ba_2 | 1 | 1
o31a_1 | 1 | 1
o31ai_1 | 3 | 3
o31ai_4 | 1 | 1
o41ai_2 | 0 | 1
or2_2 | 1 | 1
xnor2_1 | 10 | 10
xor2_1 | 4 | 4
logic make-up after synthesis:
logic type / Yosys count
buffers and inverters: 21
adders and majority gates: 42
muxes: 10
AOI/OAI and AO/OA: 24
and+or+nand+nor: 27
xor gates and xnor gates: 14
synth_stat cells, drive strengths merged:
cell type,number
nand2,5
nor3,6
nor2,9
o21ba,1
nand3b,1
nand2b,4
o31a,1
o21ai,5
o41ai,1
inv,21
mux2,8
or2,1
ha,21
fa,21
o211ai,1
xor2,4
nor2b,1
xnor2,10
o31ai,4
a2111oi,1
a21oi,8
o21a,1
mux2i,2
a21boi,1
routing by layer:
layer | share of wire | routed length [um]
met1 | 0.44 | 1940
met5 | 0 | 0
met2 | 0.54 | 2370
met4 | 0 | 0
met3 | 0.024 | 106
power breakdown:
| part | total (W) | switching [W] | internal [W] | leakage (nW) |
|---|---|---|---|---|
| clock | 0 | 0 | 0 | 0 |
| sequential | 0 | 0 | 0 | 0 |
| combinational | 0.000220 | 0.0000711 | 0.000149 | 1.08 |
| total | 0.000220 | 0.0000711 | 0.000149 | 1.08 |
worst paths after layout:
path	depth (start not counted)	start	endpoint	slack, ns
setup / recovery	24	a[1]	sum[9]	0.14
hold / removal	4	b[15]	sum[15]	3.85
repair_timing:
item | in CTS | in global routing
buffers inserted | 15 | 1
pin swaps | 12 | 9
gates cloned | 0 | 0
endpoints found under the setup margin | 6 | 5
gates resized | 27 | 4
No activity file was given, so power comes from the tool's default toggle rates.
