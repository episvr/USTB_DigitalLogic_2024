[flow/design.v]
`timescale 1ns / 1ps
module rcadd32 (
    input  wire [31: 0] a,
    input  wire [31: 0] b,
    input  wire cin,
    output wire [31: 0] s,
    output wire cout
);
    wire [31: 0] c1, c2, c3, c4, c5, c6, c7, c8, c9, c10, c11, c12, c13, c14, c15, c16, c17, c18, c19, c20, c21, c22, c23, c24, c25, c26, c27, c28, c29, c30, c31, c32;
    add1 add1_0 (a[0], b[0], cin, s[0], c1[0]);
    add1 add1_1 (a[1], b[1], c1[0], s[1], c2[1]);
    add1 add1_2 (a[2], b[2], c2[1], s[2], c3[2]);
    add1 add1_3 (a[3], b[3], c3[2], s[3], c4[3]);
    add1 add1_4 (a[4], b[4], c4[3], s[4], c5[4]);
    add1 add1_5 (a[5], b[5], c5[4], s[5], c6[5]);
    add1 add1_6 (a[6], b[6], c6[5], s[6], c7[6]);
    add1 add1_7 (a[7], b[7], c7[6], s[7], c8[7]);
    add1 add1_8 (a[8], b[8], c8[7], s[8], c9[8]);
    add1 add1_9 (a[9], b[9], c9[8], s[9], c10[9]);
    add1 add1_10 (a[10], b[10], c10[9], s[10], c11[10]);
    add1 add1_11 (a[11], b[11], c11[10], s[11], c12[11]);
    add1 add1_12 (a[12], b[12], c12[11], s[12], c13[12]);
    add1 add1_13 (a[13], b[13], c13[12], s[13], c14[13]);
    add1 add1_14 (a[14], b[14], c14[13], s[14], c15[14]);
    add1 add1_15 (a[15], b[15], c15[14], s[15], c16[15]);
    add1 add1_16 (a[16], b[16], c16[15], s[16], c17[16]);
    add1 add1_17 (a[17], b[17], c17[16], s[17], c18[17]);
    add1 add1_18 (a[18], b[18], c18[17], s[18], c19[18]);
    add1 add1_19 (a[19], b[19], c19[18], s[19], c20[19]);
    add1 add1_20 (a[20], b[20], c20[19], s[20], c21[20]);
    add1 add1_21 (a[21], b[21], c21[20], s[21], c22[21]);
    add1 add1_22 (a[22], b[22], c22[21], s[22], c23[22]);
    add1 add1_23 (a[23], b[23], c23[22], s[23], c24[23]);
    add1 add1_24 (a[24], b[24], c24[23], s[24], c25[24]);
    add1 add1_25 (a[25], b[25], c25[24], s[25], c26[25]);
    add1 add1_26 (a[26], b[26], c26[25], s[26], c27[26]);
    add1 add1_27 (a[27], b[27], c27[26], s[27], c28[27]);
    add1 add1_28 (a[28], b[28], c28[27], s[28], c29[28]);
    add1 add1_29 (a[29], b[29], c29[28], s[29], c30[29]);
    add1 add1_30 (a[30], b[30], c30[29], s[30], c31[30]);
    add1 add1_31 (a[31], b[31], c31[30], s[31], c32[31]);
    assign cout = c32[31];
endmodule
module add1(
    input a,
    input b,
    input cin,
    output sum,
    output cout
);
assign #4 sum = a ^ b ^ cin;
assign #2 cout =  (cin==1) | (cin==0) ? ((a & cin) | (b & cin)| (a & b)) : 1'bx;
endmodule
module add32_tb();
    reg [31:0]a;
    reg [31:0]b;
    reg cin;
    reg clk;
    wire [31:0]s0,s1,s2;
    wire cout0,cout1,cout2;
    initial begin
        a = 4'bxxxx;
        b = 4'bxxxx;
        cin = 1'bx;
        clk = 0;
    end
    always #100 clk = ~clk;
    always@ (posedge clk) begin
        a= {$random} % 2**30;
        b= {$random} % 2**30;
        cin = {$random} % 2;
        #150;
        cin = 1'bx;  
    end
    rcadd32 B(a,b,cin,s1,cout1);
endmodule
[flow/run.sh]
#!/bin/bash
# OpenROAD 26Q1-2900-gdf79404cd8, Yosys 0.63+post, stock flow scripts
make -C /OpenROAD-flow-scripts/flow DESIGN_CONFIG=/design/flow/config.mk WORK_HOME=/design/flow/orfs finish
[flow/config.mk]
export PLATFORM = sky130hd
export DESIGN_NAME = rcadd32
export DESIGN_NICKNAME = rcadd32
export VERILOG_FILES = /design/flow/design.v
export SDC_FILE = /design/flow/constraint.sdc
export NUM_CORES = 4
export LEC_CHECK = 1
export CORE_UTILIZATION = 30
[flow/constraint.sdc]
current_design rcadd32

set clk_period 9.3
set clk_io_pct 0.2

create_clock -name clk0 -period $clk_period

set non_clock_inputs [all_inputs -no_clocks]
set_input_delay [expr $clk_period * $clk_io_pct] -clock clk0 $non_clock_inputs
set_output_delay [expr $clk_period * $clk_io_pct] -clock clk0 [all_outputs]
==> impl_metrics.env <==
# physical design summary
export IMPL_arrival_ps=13250
export IMPL_fmax_mhz=66.17
export IMPL_cp_end_kind="output port"
export IMPL_synth_cell_types=3
export IMPL_n_antenna_cell=0
export IMPL_violations="negative setup slack"
export IMPL_drc=0
export IMPL_postLayoutCellArea_um2=1710
export IMPL_yosys_area_top_type="fa_1"
export IMPL_grtUsageTotal=0.1383
export IMPL_ys_cells=74
export IMPL_antenna_found_initial=0
export IMPL_register_area_um2=0
export IMPL_finalClockPeriodUsage=1.625
export IMPL_crit_path_max_fanout=1
export IMPL_routed_wl_mm=1.952
export IMPL_layout_drive_gt1_share=0.4071
export IMPL_hold_buffers=0
export IMPL_yosys_area_um2=918.4
export IMPL_crit_top_cell="fa_2"
export IMPL_setup_violations=18
export IMPL_report_power_total_uw=97.43
export IMPL_crit_start="a[0]"
export IMPL_dr_pass1_iters=56
export IMPL_path_class="input pin to output port"
export IMPL_grt_max_degree=2
export IMPL_netlist_instances=74
export IMPL_outcome="finished with violations"
export IMPL_chipArea_um2=3287
export IMPL_die_size_y_um=57.33
export IMPL_syn_to_final_growth_pct=86.24
export IMPL_core_um2=2829
export IMPL_grt_pass1_wl_mm=3.346
export IMPL_cpPeakStageDelay_ps=390
export IMPL_yosysSeqAreaShare=0
export IMPL_p_leak_uw=0.0006627
export IMPL_hold_viol=0
export IMPL_hold_path_class="input pin to output port"
export IMPL_drt_iter0_drc=26
export IMPL_maxCapViolations=0
export IMPL_fp_util=0.3246
export IMPL_cp_required_ps=7440
export IMPL_endpoint="cout"
export IMPL_die_w_um=57.33
export IMPL_timing_final_max_slew_violations=0
export IMPL_place_port_buffers=98
export IMPL_p_per_area_nw_per_um2=56.96
export IMPL_clkbuf_count=0
export IMPL_tightest_slew_ps=110.4
export IMPL_gr_total_overflow=0
export IMPL_io_pins=98
export IMPL_area_leaders="fa_1, buf_4, inv_1"
export IMPL_slew_headroom=0.9261
export IMPL_antenna_left=0
export IMPL_fin_tns_setup_ps=-57130
export IMPL_setup_slack_ps=-5813
export IMPL_warnings=36
export IMPL_n_fill_cell=238
export IMPL_ys_warn_count=0
export IMPL_globalplace_congestion=0.7528
export IMPL_peakVddDrop_mv=0.02574
export IMPL_period_minus_slack_ps=15110
export IMPL_avgViaCountPerCell=4.152
export IMPL_common_cells="buf_4, fa_1, inv_1"
export IMPL_placed_cell_area_um2=1793
export IMPL_slowest_stage="clkdlybuf4s50_1"
export IMPL_syn_cell_area_um2=918.4
export IMPL_routedWlPerCell_um=11.42
export IMPL_vias=710
export IMPL_grt_pass1_vias=750
export IMPL_rsz0062_at_grt="yes"
export IMPL_hpwl_mm=1.926
export IMPL_seq_cells=0
export IMPL_synth_avg_cell_area_um2=12.41
export IMPL_start_kind="input pin"
export IMPL_top_area_frac=0.6975
export IMPL_core_rowCount=19
## layer usage
metal	vias up	track usage	wire (um)
met5	-	0	0
met4	0	0	0
met3	0	0.07816	494
met2	70	0.1882	838
met1	328	0.2206	620
li1	312	-	-
## kinds of logic after synthesis
family	Yosys count	synth area share
adders and majority gates	32	0.6975
buffers and inverters	42	0.3025
## worst max-delay path: cells and delay by family
kind / cells / cell delay (ps)
buffers and inverters: 6 / 680
adder cells (fa/ha/maj): 32 / 10700
## layout make-up
class	instances	area (um^2)	area share
Inverter	10	55.05	0.03219
Multi-Input combinational cell	32	718.2	0.4199
Tap cell	31	38.79	0.02268
Timing Repair Buffer	98	898.4	0.5252
## how the worst min path moves through the flow
stage     startpoint    end  cells past startpoint
5_1_grt        b[27]  s[27]                      3
6_report         cin   s[0]                      5
4_1_cts         b[0]   s[0]                      5
## timing repair
item,in CTS,in global routing
pin swaps,0,0
buffers inserted,0,0
setup endpoints to repair,21,20
gates resized,74,2
## power breakdown
part | total, uW | internal, uW | switching [uW] | leakage (uW)
Clock | 0 | 0 | 0 | 0
Combinational | 97.4 | 70.3 | 27.1 | 0.000663
Sequential | 0 | 0 | 0 | 0
## through the flow
stage                 util  worst slack (ps)  hold WS (ps)  instances
floorplan                -             -5439          3947         74
detailed placement  0.6338             -6648          4770        171
finish              0.6046             -5813          4461        171
CTS                 0.6015             -5847          4467        171
global placement    0.6338             -6631          4756        171
global route        0.6046             -6097          4508        171
## layout by cell type, fill, tap and decap left out, drive strengths merged
cell type	netlist	layout
buf	32	21
clkdlybuf4s50	0	74
dlygate4sd2	0	2
dlymetal6s2s	0	1
fa	32	32
inv	10	10
Power is estimated from default activity; no workload was simulated.
